==> ./design.v <==
module brcomp(
	input logic [31:0] data1,
	input logic [31:0] data2,
	input br_unsigned,
	output br_less,
	output br_equal
);
always @*
begin
	br_equal = ((data1  ^ data2 )>>31)?1:0;
	if (br_unsigned)
	begin
	br_less = ((data1 + ~data2 + 1) >> 31)?1:0;
	end
	else
	begin
	br_less = ((data1 + ~data2 + 1) >> 31) && !((data1 >> 31) ^ (data2 >> 31))?1:0;
	end
end
endmodule
==> ./run.sh <==
#!/bin/bash
# OpenROAD 26Q1-2900-gdf79404cd8, Yosys 0.63+post, stock flow scripts
make -C /OpenROAD-flow-scripts/flow DESIGN_CONFIG=/design/flow/config.mk WORK_HOME=/design/flow/orfs finish
==> ./config.mk <==
export PLATFORM = sky130hd
export DESIGN_NAME = brcomp
export DESIGN_NICKNAME = brcomp
export VERILOG_FILES = /design/flow/design.v
export SDC_FILE = /design/flow/constraint.sdc
export NUM_CORES = 4
export LEC_CHECK = 1
export CORE_AREA = 10 10 71 71
export DIE_AREA = 0 0 81 81
==> ./constraint.sdc <==
current_design brcomp

set clk_period 3.6
set clk_io_pct 0.2

create_clock -name clk0 -period $clk_period

set non_clock_inputs [all_inputs -no_clocks]
set_input_delay [expr $clk_period * $clk_io_pct] -clock clk0 $non_clock_inputs
set_output_delay [expr $clk_period * $clk_io_pct] -clock clk0 [all_outputs]
==> results_slide.txt <==
Flow Results at a Glance

STA
  – Number of setup violations in the final report: 0
  – Final worst path period need: 3.42 ns
  – Post-route worst setup slack: 0.176 ns
  – Final hold violation count: 0
  – Fmax: 292 MHz
  – Final period util: 0.951
  – Slew Limit Fails: 0
  – Slew at the pin closest to its max-slew limit: 0.256 ns
  – Setup repair after global routing missed its margin: no
  – Normalized max-slew margin: 0.828

Routing
  – Number of vias after detailed routing: 946
  – Diodes inserted: 0
  – Routed wirelength normalized by instance count: 11.2 microns
  – Remaining number of nets flagged by the antenna check after routing: 0
  – Post-detailed-route via-to-cell ratio: 4.08
  – First-pass DRT Iterations: 3
  – DRC errors left: 0
  – Count of routing violations after the opening detailed-route iteration: 5
  – Final WL: 2590 microns

Placement
  – Quantity of I/O buffers inserted on ports: 67
  – Routability cong.: 0.734
  – Worst setup slack before clock tree synthesis: -0.383 ns
  – Post-detailed-placement half-perimeter wirelength: 2380 microns

Cells and area
  – Sequential cell area in the final layout: 0 sq um
  – Logic area: 827 sq um
  – Flop count: 0
  – Dominant logic cell type in the layout: sky130_fd_sc_hd__clkdlybuf4s50_1
  – Number of clock-tree buffers in the layout: 0
  – Area grow syn2layout: 120%
  – Number of filler cells placed in the layout: 359
  – Commonest cells after routing, fill and taps aside: sky130_fd_sc_hd__clkdlybuf4s50_1, sky130_fd_sc_hd__inv_1, sky130_fd_sc_hd__ha_1
  – Fraction of layout instances using a drive strength above 1: 0.147

Logic synthesis
  – Average cell area after synthesis: 6.93 sq um
  – Chip Area, Yosys: 783 sq um
  – Share of the synthesized area in the top cell type: 0.495
  – Compound Share, Synth: 0.203
  – Count of mapped cells out of synthesis: 113
  – Fraction of the yosys area taken by sequential cells: 0
  – Number of distinct library cell variants in the gate-level netlist after synthesis: 19
  – Area share of and/or/nand/nor cells after synthesis: 0.125
  – Post-synthesis adder-cell area fraction: 0.495
  – Post-synthesis share of cell area spent on xor and xnor gates: 0.0112
  – Mux cell area share: 0.0128
  – Yosys warning count: 4
  – Library cell occupying the most area in the post-synthesis netlist: sky130_fd_sc_hd__ha_1
  – Synth area leaders: sky130_fd_sc_hd__ha_1, sky130_fd_sc_hd__inv_1, sky130_fd_sc_hd__a21oi_1
  – Post-synthesis cell count from yosys: 113
  – Netlist Area Pre-Place: 783 sq um
  – Logic family by area: adder cells

Global route
  – Leftover overflow at the end of global routing: 0
  – Global-route layer with the greatest usage: met2
  – Vias in the first global route: 920
  – Antenna violations before repair: 0
  – Global-route wire length before repair: 3960 microns
  – Global-route met1 utilization: 0.0994
  – Met2 usage in global routing: 0.108
  – Global-route usage over all layers: 0.0715
  – Maximum number of pins on one net before global-route repair: 5
  – Met3 GRT Util: 0.0290

Critical path
  – Class of the most critical setup path: primary input to output port
  – Required time reported for the critical path endpoint: 2.88 ns
  – Cell class contributing the biggest share of worst-path delay: buffers and inverters
  – Critical-path maximum fanout: 3
  – Worst setup EP type: output port
  – Worst EP arrival: 2.70 ns
  – Slowest cell on the critical path: sky130_fd_sc_hd__clkdlybuf4s50_1
  – Critical Path, Cell by Cell: clkdlybuf4s50_1 > ha_4 > nand4_1 > nor4_4 > a221oi_2 > o21ai_1 > a31oi_1 > ha_1 > mux2i_1 > buf_2
  – Slowest Stage Delay on Critical Path: 0.45 ns
  – Number of buffers and inverters on the critical path: 2
  – Worst setup SP type: primary input

Floorplan
  – Standard-cell rows: 22
  – Number of top-level pins: 67
  – Chip footprint: 0.00656 sq mm
  – Horiz. Die Dim: 81 microns
  – Die height: 81 microns
  – Core Footprint: 0.00363 sq mm
  – Core utilization at floorplan: 0.216

Power
  – Overall power: 183 uW
  – Cell area power density: 106 mW/mm^2
  – Worst supply voltage drop on vdd: 46.6 uV
  – Leakage Power: 0.882 nW
  – Net Sw Power: 66.8 uW
  – Int Pwr: 116 uW
  – Clock power share: 0
  – Reg power frac: 0
  – Fraction of power spent switching nets: 0.365
  – Comb power frac: 1.000

Flow run
  – Number of warnings the tools reported: 32
  – Number of max-capacitance violations reported: 0

Min path
  – Kind of path behind the tightest hold check: primary input to output port

Run status
  – Result of the run: finished clean

Clocking
  – Setup fix buffers added after clock tree synthesis: 0
layout make-up:
cell class | count | area share
repair buffers | 71 | 0.416
well taps | 48 | 0.0348
multi-input cells | 81 | 0.479
inverters | 32 | 0.0696
cells by family after synthesis:
family	count (synthesis)
XOR/XNOR	1
adder cells (fa/ha/maj)	31
buffers and inverters	32
AND/OR/NAND/NOR	21
multiplexers	1
AND-OR/OR-AND	27
power groups by stage:
stage	registers [mW]	clock network, mW	logic [mW]
after CTS	0	0	0.164
after global routing	0	0	0.207
final	0	0	0.183
metal layers:
| metal | part of all wire | up-vias |
|---|---|---|
| met5 | 0 | - |
| met4 | 0 | 0 |
| met3 | 0.10 | 0 |
| met2 | 0.41 | 35 |
| met1 | 0.49 | 381 |
| li1 | - | 530 |
what timing repair did:
item,4_1_cts,5_1_grt
resized,4,34
endpoints found under the setup margin,1,1
hold buffers,0,0
pin swaps,0,13
metrics by stage:
step	cell area, sq um	TNS [ns]	utilization	hold slack [ns]	std cells
floorplan	783	0	-	1.47	113
global placement	1550	-0.357	0.427	2.41	233
detailed placement	1550	-0.383	0.427	2.41	233
CTS	1550	0	0.428	2.10	233
global route	1730	0	0.475	2.12	232
finish	1730	0	0.475	2.10	232
path summary, 6_finish.rpt:
path / startpoint / end / slack [ns] / depth (start not counted)
max: data1[26] / br_less / 0.18 / 10
min: br_unsigned / br_less / 2.10 / 3
synth_stat cells:
| master | number |
|---|---|
| sky130_fd_sc_hd__o41ai_1 | 1 |
| sky130_fd_sc_hd__and4_1 | 1 |
| sky130_fd_sc_hd__a31oi_1 | 1 |
| sky130_fd_sc_hd__nand3_1 | 1 |
| sky130_fd_sc_hd__a221oi_2 | 1 |
| sky130_fd_sc_hd__nand4_1 | 3 |
| sky130_fd_sc_hd__nand2_1 | 11 |
| sky130_fd_sc_hd__o21ai_0 | 6 |
| sky130_fd_sc_hd__inv_1 | 32 |
| sky130_fd_sc_hd__a21oi_1 | 14 |
| sky130_fd_sc_hd__ha_1 | 31 |
| sky130_fd_sc_hd__a21o_1 | 2 |
| sky130_fd_sc_hd__nor2b_1 | 1 |
| sky130_fd_sc_hd__mux2i_1 | 1 |
| sky130_fd_sc_hd__nor2_1 | 3 |
| sky130_fd_sc_hd__a221oi_1 | 1 |
| sky130_fd_sc_hd__o21ai_1 | 1 |
| sky130_fd_sc_hd__xnor2_1 | 1 |
| sky130_fd_sc_hd__nor4_1 | 1 |
Power and IR drop assume default switching activity.
